### /design/flow/run.sh
#!/bin/bash
# OpenROAD 26Q1-2900-gdf79404cd8, Yosys 0.63+post, stock flow scripts
make -C /OpenROAD-flow-scripts/flow DESIGN_CONFIG=/design/flow/config.mk WORK_HOME=/design/flow/orfs finish
### /design/flow/config.mk
export PLATFORM = sky130hd
export DESIGN_NAME = SLTU
export DESIGN_NICKNAME = SLTU
export VERILOG_FILES = /design/flow/design.v
export SDC_FILE = /design/flow/constraint.sdc
export NUM_CORES = 4
export LEC_CHECK = 1
export CORE_AREA = 10 10 105 105
export DIE_AREA = 0 0 115 115
### /design/flow/constraint.sdc
current_design SLTU

set clk_period 15.8
set clk_io_pct 0.2

create_clock -name clk0 -period $clk_period

set non_clock_inputs [all_inputs -no_clocks]
set_input_delay [expr $clk_period * $clk_io_pct] -clock clk0 $non_clock_inputs
set_output_delay [expr $clk_period * $clk_io_pct] -clock clk0 [all_outputs]
### /design/flow/design.v
module and_gate(input A, B, output rd);
    assign rd = A & B;
endmodule
module xor_gate(input A, B, output rd);
    assign rd = A ^ B;
endmodule
module or_gate(input A, B, output rd);
    assign rd = A | B;
endmodule
module not_gate(input B, output bdash);
    assign bdash = ~B;
endmodule
module AND(input [63:0]A,B, output [63:0] rd);
        genvar i;
        generate
            for(i=0;i<64;i=i+1)begin
                and_gate a1(.A(A[i]), .B(B[i]), .rd(rd[i]));
            end
        endgenerate
endmodule 
module XOR(input [63:0]A,B, output [63:0] rd);
        genvar i;
        generate
            for(i=0;i<64;i=i+1)begin
                xor_gate a2(.A(A[i]), .B(B[i]), .rd(rd[i]));
            end
        endgenerate
endmodule 
module OR(input [63:0]A,B, output [63:0] rd);
        genvar i;
        generate
            for(i=0;i<64;i=i+1)begin
                or_gate x3(.A(A[i]), .B(B[i]), .rd(rd[i]));
            end
        endgenerate
endmodule
module ADD_using_cla(input [63:0] A, B, input cin, output [63:0] sum, output c_out);
    wire [63:0] g, p;
    wire [64:0]c;
    genvar i, j, k, l;
    generate 
        for(i = 0; i < 64; i = i + 1) begin
            and_gate a1(.A(A[i]), .B(B[i]), .rd(g[i]));
        end 
        for(j = 0; j < 64; j = j + 1) begin
            xor_gate a2(.A(A[j]), .B(B[j]), .rd(p[j]));
        end 
    endgenerate
    assign c[0] = cin;
    generate 
        for(k = 0; k < 64; k = k + 1) begin
            xor_gate a3(.A(p[k]), .B(c[k]), .rd(sum[k]));
        end 
        for(l = 0; l < 64; l = l + 1) begin
            wire temp;
            and_gate a4(.A(p[l]), .B(c[l]), .rd(temp));
            or_gate a5(.A(g[l]), .B(temp), .rd(c[l + 1]));
        end 
    endgenerate 
    assign c_out = c[64];
endmodule
module ADD(
    input signed [63:0] A, B, 
    input cin, 
    output signed [63:0] sum,  
    output carry, 
    output reg overflow  
);
    ADD_using_cla a1(.A(A), .B(B), .cin(cin), .sum(sum), .c_out(carry));
    always @(*) begin
        overflow = 0;
        if ((A[63] == B[63]) && (sum[63] != A[63])) begin
            overflow = 1;
        end
    end
endmodule
module SUB(
    input signed [63:0] A, B, 
    input cin, 
    output signed [63:0] sum,  
    output carry, 
    output reg borrow,
    output reg overflow  
);
    wire [63:0] com; 
    genvar i;
    generate
        for(i = 0; i < 64; i = i + 1) begin
            not_gate a1(.B(B[i]), .bdash(com[i]));
        end
    endgenerate
    ADD_using_cla a2(.A(A), .B(com), .cin(cin), .sum(sum), .c_out(carry));
    always @(*) begin
        overflow = 0;
        if ((A[63] != B[63]) && (sum[63] != A[63])) begin
            overflow = 1;
        end
    end
     always @(*)begin
        if(B==4'b0000)begin 
            borrow =1'b0;
          end else if(A[63]==1 && B[63]==0)begin
              borrow = 1'b1;
          end else if(A[63]==0 && B[63]==1)begin
              borrow = 1'b0;
          end else begin
              borrow = sum[63];
          end
    end
endmodule
module xor3(input A, B, C, output diff);
    assign diff = A ^ B ^ C; 
endmodule 
module or3(input A, B, C, output bout);
    assign bout = A | B | C;
endmodule
module full_sub(
    input A, B, bin,
    output diff, bout
);
    xor3 h1(A, B, bin, diff); 
    wire e, f, g;
    and_gate l1(.A(A),.B(bin),.rd(e));
    and_gate l2(.A(A),.B(B),.rd(g));
    and_gate l3(.A(B),.B(bin),.rd(f));
    or3 g1(.A(e), .B(f), .C(g), .bout(bout)); 
endmodule
module SUB2(
    input [64:0] A, B,
    input cin,
    output [64:0] sum
);
    wire [64:0] com;
    wire [65:0] c;
    assign c[0] = cin;
    genvar l;
    generate
        for(l = 0; l < 65; l = l + 1) begin
            not_gate inverter(.B(B[l]), .bdash(com[l]));
        end
    endgenerate
    genvar k;
    generate
        for(k = 0; k < 65; k = k + 1) begin
            full_sub FS(.A(A[k]), .B(com[k]), .bin(c[k]), .diff(sum[k]), .bout(c[k+1]));
        end
    endgenerate
endmodule
module SLT(input signed [63:0] A,B, output reg rd);
        wire r;
        wire [63:0] sum;
        wire carry;
        wire overflow;
        wire borrow;
        SUB y6(A,B,1'b1,sum,carry,borrow,overflow);
        always @(*) begin
            if(borrow==1)begin
                rd =1'b1;
            end else if(A[63]==1 && B==64'b0000)begin 
                rd =1'b1;
            end else if(A[63]==0 && B==64'b0000)begin 
                rd =1'b0;
            end else begin 
                rd =1'b0;
            end
        end
endmodule  
module SLTU(input [63:0] A,B, output reg rd);
        wire r;
        wire [64:0] sum;
        wire [64:0] a,b;
        assign a = {1'b0,A};
        assign b = {1'b0,B};
        SUB2 a1(.A(a), .B(b), .cin(1'b1), .sum(sum));
        always @(*)begin
                rd = sum[64];
        end
endmodule 
module SLL(input [63:0] A , input [5:0]shift, output  [63:0] out);
        reg [63:0] s1,s2,s3,s4,s5,s6;
        always @(*)begin
            if (shift[5]==1)begin
                s1[63:32]=A[31:0];
                s1[31:0]= 32'b0;
            end else begin
                s1 = A;
            end
            if (shift[4]==1)begin
                s2[63:16]=s1[47:0];
                s2[15:0]= 16'b0;
            end else begin
                s2 = s1;
            end
            if (shift[3]==1)begin
                s3[63:8]=s2[55:0];
                s3[7:0]= 8'b0;
            end else begin
                s3 = s2;
            end
            if (shift[2]==1)begin
                s4[63:4]=s3[59:0];
                s4[3:0]= 4'b0;
            end else begin
                s4 = s3;
            end
            if (shift[1]==1)begin
                s5[63:2]=s4[61:0];
                s5[1:0]= 2'b0;
            end else begin
                s5 = s4;
            end
            if (shift[0]==1)begin
                s6[63:1]=s5[62:0];
                s6[0]= 1'b0;
            end else begin
                s6 = s5;
            end
        end 
        assign out = s6;
endmodule 
module SRL(input [63:0] A, input [5:0] shift, output [63:0] out);
    reg [63:0] s1, s2, s3, s4, s5, s6;
    always @(*) begin
        if (shift[5] == 1) begin
            s1[63:32] = 32'b0;
            s1[31:0] = A[63:32];
        end else begin
            s1 = A;
        end
        if (shift[4] == 1) begin
            s2[63:16] = 16'b0;
            s2[47:0] = s1[63:16];
        end else begin
            s2 = s1;
        end
        if (shift[3] == 1) begin
            s3[63:8] = 8'b0;
            s3[55:0] = s2[63:8];
        end else begin
            s3 = s2;
        end
        if (shift[2] == 1) begin
            s4[63:4] = 4'b0;
            s4[59:0] = s3[63:4];
        end else begin
            s4 = s3;
        end
        if (shift[1] == 1) begin
            s5[63:2] = 2'b0;
            s5[61:0] = s4[63:2];
        end else begin
            s5 = s4;
        end
        if (shift[0] == 1) begin
            s6[63:1] = 1'b0;
            s6[62:0] = s5[63:1];
        end else begin
            s6 = s5;
        end
    end
    assign out = s6;
endmodule
module SRA(input [63:0] A, input [5:0] shift, output [63:0] out);
    reg [63:0] s1, s2, s3, s4, s5, s6;
    always @(*) begin
        if (shift[5]) begin
            s1 = {{32{A[63]}}, A[63:32]};
        end else begin
            s1 = A;
        end
        if (shift[4]) begin
            s2 = {{16{s1[63]}}, s1[63:16]};
        end else begin
            s2 = s1;
        end
        if (shift[3]) begin
            s3 = {{8{s2[63]}}, s2[63:8]};
        end else begin
            s3 = s2;
        end
        if (shift[2]) begin
            s4 = {{4{s3[63]}}, s3[63:4]};
        end else begin
            s4 = s3;
        end
        if (shift[1]) begin
            s5 = {{2{s4[63]}}, s4[63:2]};
        end else begin
            s5 = s4;
        end
        if (shift[0]) begin
            s6 = {{1{s5[63]}}, s5[63:1]};
        end else begin
            s6 = s5;
        end
    end
    assign out = s6;
endmodule
==> run notes <==
flow finished, numbers: critical path, cell by cell clkdlybuf4s50_1, nor2b_1, maj3_1, maj3_1, a2111oi_0, a211oi_1, o21ai_1, o211ai_1, a221oi_2, clkdlybuf4s50_1, Critical Path Sink Type output pin, CLK BUF 0, area occupied by registers 0 um^2, die y size 115 um, Seq/Total Area, Yosys 0%, Max transition margin 55.7%, Synth-to-Final Area Change 121%, buffers plus inverters on the worst setup path 2, Worst-Margin Slew 647 ps, initial antenna violation count 0, Horiz. Die Dim 115 um, total core area slightly below 9000 um^2, cell area after layout 2600 um^2, maximum fanout along the worst path 2, Antenna Diode Count 0, top cells, area inv_1 16%, maj3_1 13%, nand2b_1 11%, first-pass GRT wire length between 9000 and 10000 um, crit path launch A[26], adder share 15.6%, Unique cell types 36, top area contributor share 16.3%, Pins Over Slew Limit 0, gpl congestion 0.757, DR iter-0 viols 23, GR Layer Usage met2 14.1%, number of cells on the critical path 10, Worst path slowest cell clkdlybuf4s50_1, synthesized cell area 1180 um^2, met1 Use GR 10.2%, Synth area leader inv_1, drt pass-1 iters 4, critical path class input port to output pin, Max Cap Viol 0, fillers 931, Setup-failing EPs final 0, post-detail-place hpwl 5540 um, largest net degree at the start of global routing 5, Worst setup endpoint rd, status complete, no violations, Hold Crit Class input port to output pin, setup TNS 0 ps, ys cells 187, WP data arrival 6030 ps, mux frac, synth 0%, CP Launch Type input port, total congestion overflow 0, total die size 13200 um^2, Worst VDD drop around 0.011 mV, crit-path max cell delay 510 ps, P_leak 1.06 nW, RSZ-0062 raised after global routing no, DR DRC count 0, Period minus WS final about 9200 ps, Yosys chip area 1180 um^2, part of the cycle the worst path needs 58.2%, Antenna Nets Post-Route 0, CP required 12640 ps, Post-Synthesis Cells 187, vias in the first global route 1961, Port Buf Inserts 129, Rows 34, synth warn 1, Fin. Hold Viols 0, Compound-Gate Fraction of Synth Area 43.6%, initial core utilization a little over an eighth, Most Crowded Layer GR met2, Log Warnings 32, met3 Use GR 3.38%, Post-Synth Simple-Gate Area 23.5%, Resized Gates After CTS 0, routed wire length 5750 um, vias per cell 4.17, cell family with most CP delay AND-OR/OR-AND gates, layout cells sized above 1 under 10%, vias 1766, syn_area_per_cell 6.29 um^2, Synth logic family AND-OR/OR-AND gates, total track usage 8.26%, # IOs 129, Flops 0, PwrDens 23.6 nW/um^2, Routed WL per cell 13.6 um, Max Freq 0.109 GHz, Post-Synth XOR/XNOR Area 0%, hold buffers post-CTS 0, post-placement cell area 2600 um^2, postcts setup bufs 0
==> kinds of logic after synthesis <==
kind of cell	count (synthesis)
compound gates	66
buf+inv	54
simple gates	49
fa+ha+maj	18
==> cell type report <==
class	count	area, um^2	share of cell area (%)
Timing Repair Buffer	129	1290	49.6
Multi-Input combinational cell	133	973	37.4
Inverter	54	203	7.79
Tap cell	108	135	5.19
==> cell usage in the layout (no fill, tap or decap), types with 4 or more instances in the layout <==
cell type        instances
a2111oi_0                5
a211oi_1                 6
a21oi_1                  4
a2bb2oi_1                4
clkdlybuf4s50_1        129
inv_1                   51
maj3_1                  15
nand2_1                  5
nand2b_1                20
nor2_1                   6
nor2b_1                 16
o2111ai_1                5
o21ai_0                  6
o221ai_1                 4
o22ai_1                  7
==> per-stage QoR <==
step                setup WS, ps  total power, mW  cells  utilization [%]  hold slack [ps]
floorplan                   7780           0.0218    187                -             6340
global placement            6510           0.0618    424             29.7             7320
detailed placement          6500           0.0622    424             29.7             7310
CTS                         6500           0.0625    424             29.7             7320
global route                6340           0.0679    424             29.7             7360
finish                      6610           0.0614    424             29.7             7310
==> layer usage <==
metal | vias up | share of wire (%) | routed length [um]
met3 | 0 | 11 | 657
met5 | - | 0 | 0
met4 | 0 | 0 | 0
li1 | 940 | - | -
met2 | 81 | 45 | 2580
met1 | 745 | 44 | 2510
==> synth_stat cells (3+ instances only) <==
cell        n
inv_1      51
o2111ai_1   5
o22ai_1     7
a22oi_1     3
maj3_2      3
a2111oi_0   5
a211oi_1    6
nor2_1      6
nand2b_1   20
o21ai_0     6
maj3_1     15
o221ai_1    4
nand2_1     5
a21oi_1     4
nor2b_1    16
a2bb2oi_1   4
==> power breakdown <==
group          switching, mW  internal (mW)  total (mW)
Clock                      0              0           0
Sequential                 0              0           0
Combinational         0.0200         0.0414      0.0614
==> how the worst min path moves through the flow <==
| stage | from | end | slack (ps) | cells past startpoint |
|---|---|---|---|---|
| after global routing | A[63] | rd | 7360 | 3 |
| after CTS | A[63] | rd | 7320 | 3 |
| final | A[63] | rd | 7310 | 3 |
Power and IR drop assume default switching activity.
