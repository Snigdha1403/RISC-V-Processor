===== /design/flow/config.mk =====
export PLATFORM = sky130hd
export DESIGN_NAME = data_memory
export DESIGN_NICKNAME = data_memory
export VERILOG_FILES = /design/flow/design.v
export SDC_FILE = /design/flow/constraint.sdc
export NUM_CORES = 4
export LEC_CHECK = 1
export CORE_AREA = 10 10 84 84
export DIE_AREA = 0 0 94 94

===== /design/flow/constraint.sdc =====
current_design data_memory

set clk_period 1.0
set clk_io_pct 0.2

create_clock -name clk0 -period $clk_period [get_ports {reset}]

set non_clock_inputs [all_inputs -no_clocks]
set_input_delay [expr $clk_period * $clk_io_pct] -clock clk0 $non_clock_inputs
set_output_delay [expr $clk_period * $clk_io_pct] -clock clk0 [all_outputs]

===== /design/flow/design.v =====
module data_memory (
    input wire clock,
    input wire reset,
    input wire memwrite,
    input wire memread,
    input wire [63:0] add,   
    input wire [63:0] write_data,
    output reg [63:0] read_data
);
    reg [63:0] memory [1023:0];
    integer i;
    wire [9:0] address = add[9:0];
    always @( posedge reset) begin
        if (reset) begin
            for (i = 0; i < 1024; i = i + 1)
                memory[i] <= i;   
        end 
    end
    always @(*) begin
        if (memwrite) begin
            memory[address] <= write_data;
        end
        if (memread) begin
        read_data = memory[address];   
        end 
        else begin
        read_data = 64'b0;
        end
    end
endmodule 

===== /design/flow/run.sh =====
#!/bin/bash
# OpenROAD 26Q1-2900-gdf79404cd8, Yosys 0.63+post, stock flow scripts
make -C /OpenROAD-flow-scripts/flow DESIGN_CONFIG=/design/flow/config.mk WORK_HOME=/design/flow/orfs finish

==> impl_metrics.yaml <==
# physical design summary
placed_design:
  dpl.hpwl_mm: 1.280
  globalplace.congestion: 0.7177
  dp_slack_ns: -0.6475
  io_buffer_count: 21
sta:
  period_needed_ns: 0.9196
  setup_ws_ns: 0.08036
  clock.fmax_mhz: 1087
  rsz0062_at_grt: "no"
  setup_violations: 0
  fin_crit_sh_pct: 91.96
  final_hold_viol_count: 0
  drv_slew: 0
detailed_routing:
  ant_nets: 0
  remaining_drc_errors: 0
  via_count: 265
  drt_iter0_markers: 14
  post_drt_wl_per_cell_um: 8.381
  wirelength_mm: 1.299
  viasPerCell: 1.710
  num_antenna_cells: 0
  firstDrtPassIters: 4
critical_path:
  arrival_ns: 0.72
  cp-start-kind: "input port"
  crit_type: "input port to output port"
  cp_max_fo: 1
  critPathRequiredTime_ns: 0.80
  critPathCaptureType: "output port"
synthesis:
  top_cells_by_count: "buf_4, and2_1, conb_1"
  largest_area_cell: "buf_4"
  ys_cells: 65
  ys_warn_count: 131100
  ys_area_um2: 471.7
  top_cells_by_area: "buf_4, and2_1, conb_1"
  synth.most_common_cell: "buf_4"
  syn_inst: 65
  top_cell_area_share_pct: 85.94
  synth.avg_cell_area_um2: 7.257
  synth_cell_type_count: 3
  yosys.stat.seqShare_pct: 0
  syn_area_um2: 471.7
job:
  warnings: 148
  max_cap_violations: 0
floorplanning:
  boundaryPins: 196
  die_y_um: 94
  coreArea_um2: 5205
  fp-row-count: 26
  die-area_um2: 8836
  fp_util_pct: 9.062
  die_width_um: 94
global_route:
  antenna_found_initial: 0
  grt-ovfl-total: 0
  grt_pass1_wl_mm: 1.642
  grt_usage_pct: 2.251
  grt_max_degree: 11
  grt_pass1_vias: 343
final_layout:
  drive_above_1_share_pct: 11.76
  ff_count: 0
  filler_cell_count: 618
  regArea_um2: 0
  final-comb-area_um2: 265.3
  nClkBuffers: 0
  area_delta_synth_final_pct: 6.101
status:
  outcome: "completed"
power:
  power_density_nw_per_um2: 146.8
  pwr-share-clk_pct: 0
  p_leak_nw: 0.3056
  comb_power_share_pct: 100.0
  p_sw_mw: 0.02862
  p_seq_share_pct: 0
  p_sw_share_pct: 38.95
  ir_worst_vdd_mv: 0.02826
  total_power_mw: 0.07348
  p_int_mw: 0.04486
min_path:
  hold_class: "input port to output port"
clocking:
  hold_buffers: 0
[power groups by stage]
stage         registers, mW  clock network, mW  logic, mW
CTS                       0                  0     0.0821
global route              0                  0     0.0930
finish                    0                  0     0.0735
[what timing repair did]
item / 4_1_cts / 5_1_grt
resized: 43 / 1
setup buffers: 0 / 0
endpoints found under the setup margin: 10 / 1
[placed cells by master (no fill, tap or decap)]
cell and instances:
conb_1 54, and2_1 10, dlygate4sd2_1 10, buf_2 10, clkdlybuf4s15_1 1
[critical path: stages]
cell	delay, ns
dlygate4sd2_1	0.23
and2_1	0.12
clkdlybuf4s15_1	0.17
[final cells by class]
type | instances | share of cell area, %
multi-input cells | 64 | 53.00
well taps | 70 | 17.50
repair buffers | 21 | 29.50
[through the flow]
| step | hold WS, ns | TNS, ns | cell area [µm²] | cells | util (%) |
|---|---|---|---|---|---|
| after detailed placement | 1.321 | -6.342 | 563.0 | 155 | 10.82 |
| after global placement | 1.329 | -6.223 | 563.0 | 155 | 10.82 |
| after global routing | 0.7792 | 0 | 500.5 | 155 | 9.615 |
| after floorplan | 0.4719 | 0 | 670.6 | 118 | - |
| final | 0.7604 | 0 | 500.5 | 155 | 9.615 |
| after CTS | 0.7646 | 0 | 499.2 | 155 | 9.591 |
[kinds of logic (layout without fill, tap and decap cells)]
group / count (synthesis) / count (layout) / share of synthesized area [%]
other cells: 1 / 54 / 0.7950
buf+inv: 54 / 21 / 85.94
simple gates: 10 / 10 / 13.26
[path summary, 6_finish.rpt]
kind,from,to,slack (ns),cells past startpoint
setup / recovery,add[0],read_data[0],0.08,3
hold / removal,memread,read_data[1],0.76,3
[routing by layer]
metal	vias to the layer above	GRT usage, %	wire [µm]
met3	2	0.1616	61
met5	-	0	0
met1	105	2.229	443
met4	0	0	17
li1	126	-	-
met2	32	5.012	776
Power and IR drop assume default switching activity.
